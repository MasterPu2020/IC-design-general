File: ./run.sh
#!/bin/bash
# OpenROAD 26Q1-2900-gdf79404cd8, Yosys 0.63+post, stock flow scripts
make -C /OpenROAD-flow-scripts/flow DESIGN_CONFIG=/design/flow/config.mk WORK_HOME=/design/flow/orfs finish
File: ./config.mk
export PLATFORM = sky130hd
export DESIGN_NAME = counter
export DESIGN_NICKNAME = counter
export VERILOG_FILES = /design/flow/design.v
export SDC_FILE = /design/flow/constraint.sdc
export NUM_CORES = 4
export LEC_CHECK = 1
export CORE_AREA = 10 10 87 87
export DIE_AREA = 0 0 97 97
File: ./constraint.sdc
current_design counter

set clk_period 2.1
set clk_io_pct 0.2

create_clock -name clk0 -period $clk_period [get_ports {clk}]

set non_clock_inputs [all_inputs -no_clocks]
set_input_delay [expr $clk_period * $clk_io_pct] -clock clk0 $non_clock_inputs
set_output_delay [expr $clk_period * $clk_io_pct] -clock clk0 [all_outputs]
File: ./design.v
module template (
    input clk, nrst,
    output reg result
);
    always @(posedge clk, negedge nrst) 
        if (~ nrst)begin
        end
        else begin
        end
endmodule
module onehot2bin (
    input [7:0] onehot,
    output [2:0] bin);
    assign bin[2] = | onehot[7:4];
    assign bin[1] = onehot[2] | onehot[3] | onehot[6] | onehot[7];
    assign bin[0] = onehot[1] | onehot[3] | onehot[5] | onehot[7];
endmodule
module counter (
    input clk, nrst, write,
    input [7:0] data,
    output reg [7:0] data_most
);
    reg [7:0] ram [1023:0];
    reg [7:0] present_data;
    reg [9:0] last_appear_most, present_appear, write_addr, lookup_addr;
    always @(posedge clk, negedge nrst)  
        if (~nrst) begin
            write_addr <= 0;
        end
        else if (write) begin
            write_addr <= write_addr + 1;
            ram[write_addr] <= data;
        end
    always @(posedge clk, negedge nrst)  
        if (~nrst) begin
            last_appear_most <= 0;
            present_appear <= 0;
            data_most <= 0;
            present_data <= 0;
            lookup_addr <= 0;
        end
        else begin
            if (present_data == ram[lookup_addr])
                present_appear <= present_appear + 1;
            if (lookup_addr == 1023) begin
                lookup_addr <= 0;
                present_data <= present_data + 1;
                if (present_appear > last_appear_most)
                    last_appear_most <= present_appear;
                    data_most <= present_data;
            end
            else begin
                lookup_addr <= lookup_addr + 1;
            end
        end
endmodule
module clk_div2 (
    input clk, nrst,
    output reg clk2);
    always @(posedge clk, negedge nrst)
        if (~ nrst)
            clk2 <= 0;
        else
            clk2 <= ~ clk2;
endmodule
module clk_cnt_div #(parameter N = 7) (
    input clk, nrst,
    output reg clk_out);
    localparam HALF = N/2;
    reg [$clog2(N)-1:0] cnt;
    always @(posedge clk, negedge nrst) 
        if (~ nrst)begin
            cnt <= 0;
            clk_out <= 0;
        end
        else begin
            if (cnt != N) 
                cnt <= cnt + 1;
            else 
                cnt <= 0;
            if (cnt == HALF) 
                clk_out <= ~clk_out;
            else if (cnt == 0) 
                clk_out <= ~clk_out;
        end
endmodule
module clk_odd_div #(parameter N = 7)(
    input clk, nrst,
    output clk_out);
    localparam HALF = N/2;
    reg [$clog2(HALF)-1:0] cnt_rise, cnt_fall;
    reg clk_rise, clk_fall;
    always @(posedge clk, negedge nrst) 
        if (~ nrst) begin
            cnt_rise <= 0;
        end
        else if (cnt_rise != HALF)
            cnt_rise <= cnt_rise + 1;
        else begin
            cnt_rise <= 0;
            clk_rise <= ~clk_rise;
        end
    always @(negedge clk, negedge nrst) 
        if (~ nrst) begin
            cnt_fall <= 0;
            clk_fall <= 0;
        end
        else if (cnt_fall != HALF)
            cnt_fall <= cnt_fall + 1;
        else begin
            cnt_fall <= 0;
            clk_fall <= ~clk_fall;
        end
    assign clk_out = clk_rise | clk_fall;
endmodule
module m_div_n_clk #(parameter M = 7, N = 3)(
    input clk_in, nrst,
    output reg clk_out);
    localparam 
        SLOW_FREQ_DIV = $rtoi(M * 1.0 / N),
        FAST_FREQ_DIV = SLOW_FREQ_DIV + 1,
        CNT_CYCLE1 = $rtoi((M - SLOW_FREQ_DIV * N) * 1.0 / (FAST_FREQ_DIV - SLOW_FREQ_DIV)),
        CNT_CYCLE2 = N - CNT_CYCLE1,
        HALF = SLOW_FREQ_DIV * CNT_CYCLE1;
    reg [$clog2(M)-1:0] m_cnt;
    reg [$clog2(SLOW_FREQ_DIV)-1:0] div_cnt1;
    reg [$clog2(FAST_FREQ_DIV)-1:0] div_cnt2;
    always @(posedge clk_in, negedge nrst) 
        if (~ nrst)
            m_cnt <= 0;
        else begin
            if (m_cnt != M)
                m_cnt <= m_cnt + 1;
            else
                m_cnt <= 0;
        end
    always @(posedge clk_in, negedge nrst) 
        if (~ nrst)begin
            div_cnt1 <= 0;
            div_cnt2 <= 0;
            clk_out <= 0;
        end
        else begin
            if (m_cnt < HALF) begin
                div_cnt2 <= 0;
                if (div_cnt1 != CNT_CYCLE1) 
                    div_cnt1 <= div_cnt1 + 1;
                else 
                    div_cnt1 <= 0;
                if (div_cnt1 == CNT_CYCLE1/2) 
                    clk_out <= ~clk_out;
                else if (div_cnt1 == 0) 
                    clk_out <= ~clk_out;
            end
            else begin
                div_cnt1 <= 0;
                if (div_cnt2 != CNT_CYCLE2) 
                    div_cnt2 <= div_cnt2 + 1;
                else 
                    div_cnt2 <= 0;
                if (div_cnt2 == CNT_CYCLE2/2) 
                    clk_out <= ~clk_out;
                else if (div_cnt2 == 0) 
                    clk_out <= ~clk_out;
            end
        end
endmodule
==> run notes <==
Implementation results are summarized by area below.

Power
The overall power consumption is 0.831 mW. The relative contribution of sequential cells to total power is 0.602. Per the summary, power density relative to cell area is 601 mW/mm2. The analysis attributes to cell leakage a power of between 0.6 and 0.7 nW. The share of power burned in the clock network is 0.383. The switching portion of total power comes to 0.193. Of the total power, combinational logic draws 0.015. Looking at the VDD voltage map, the peak drop is around 0.33 mV. The net switching power figure is 0.161 mW. The internal power of the cells totals 0.670 mW.

Final layout
Counting only logic cells after layout, the most numerous master is sky130_fd_sc_hd__dfrtp_1. The proportion of layout cells with a drive suffix above 1 is 0.173. Compared with the post-synthesis result, the final layout area differs by 18.5%.

The finished layout reports a core utilization of 0.245. By instance count after routing, the leading logic cell types are sky130_fd_sc_hd__dfrtp_1, sky130_fd_sc_hd__nand4_1, sky130_fd_sc_hd__clkdlybuf4s50_1. The tally of filler cells in the layout is slightly below 600. The finished layout holds 176 standard cells, fillers aside.

The area of all placed cells without fillers is 0.00138 mm2.

Critical path
STA classifies the critical path endpoint as a register. Looking at the critical path, the highest net fanout was 8. STA puts the critical path data required time at between 2 and 2.5 ns. The critical path in this run is classified as register to register. STA classifies the critical path startpoint as a register. Per the STA report, the cell with the highest stage delay on the worst path is sky130_fd_sc_hd__and4_1. The largest stage delay on the critical path is 0.43 ns. The signal on the critical path passes through ha_1, and4_1, and3_2, mux2_4. The data arrival time of the critical path is between 1.5 and 2 ns.

Routing
The diode insertion count for antenna repair is 0. The wire length reported by the detailed router is 2040 um. The count of TritonRoute iterations in the first routing pass is 4. Nets still carrying antenna violations after routing amount to 0.

The via-per-instance ratio is 4.19. The remaining routing DRC violations is 0. The total number of vias is 737. Once iteration 0 of detailed routing completed, the report listed 74 DRC markers. In the final routed layout, each cell accounts on average for 11.6 um.

Yosys
The basic-gate share of the synthesized area counting and, or, nand and nor cells is 0.180. The yosys-reported design area after synthesis is 0.00117 mm2. The gate count after technology mapping is 93. The netlist area before placement is 0.00117 mm2. In the Yosys stats the netlist draws on 25 distinct library cells.

Of the synthesized area, sequential elements account for 0.557. The cell-mix breakdown from Yosys lists the adder-cell area share as 0.0214. The AND-OR/OR-AND share of the synthesized area is 0.0386. After synthesis, the share of cell area in mux cells is 0.0900. The number of cells in Yosys stat is 93. The warning tally printed by Yosys for this design is 2.

The mean post-synth cell area is roughly 13 um2. The xor and xnor area share after synthesis is 0.0900. The main combinational cell family by area after synthesis is simple AND/OR/NAND/NOR gates. The register bit total from synthesis is 26.

Floorplanning
Measured along the y axis, the die boundary spans 97 um. The area of the die is 0.00941 mm2. The standard cell core area is 0.00564 mm2. The number of ports placed on the die boundary is 19. The floorplan step records an initial core utilization of 0.207. The floorplan step set the die width to 97 um. The total number of placement rows is 27.

Global route
After global routing the overflow that remains totals 0. The global-route wire length before repair is roughly 3800 um. The via count of the first global-routing pass is approximately 750. The pin count of the biggest net entering global routing is 27. The overall fraction of global-route tracks in use is 0.0460. The number of antenna violations at the first check in global routing is 0.

Worst hold path
The type of the most critical hold path is register to register.

Clocking
Per the post-CTS timing run, clock transition at the registers of the reported paths is 0.09 ns. The TritonCTS clock tree is built. The setup fix buffers added after clock tree synthesis is 0. The clock tree root buffer cell is sky130_fd_sc_hd__clkbuf_8. The CTS buffer count is 3. The post-cts repair resize count is 0. The later-pin clock latency in the skew report is 0.27 ns. For this design, the sink count on the clock tree is 26.

The longest clock path from root to sink contains 2 buffers. The H-tree depth is 1. Buffers inserted to repair hold after CTS numbered 0.

Run
The count of tool warnings is 34. The run reported a max-capacitance violation count of 0.

Placed design
Routability-driven placement finished with a final weighted congestion of 0.752. The estimated wirelength of the detail-placed design is 1380 um. The post-place instance area is 0.00133 mm2. The number of I/O port buffers is 9.

The number of cells after detailed placement is approximately 170. The worst slack after detailed placement is about 0.32 ns.

Timing
The number of max-slew violations in the final report is 0. The number of hold-slack violations in the final timing report is 0. The share of the cycle needed by the critical path after routing is 0.854.

Setup repair after global routing left no endpoint under its margin. The worst hold slack across all endpoints is 0.473 ns. Endpoints with negative setup slack in the final report add up to 0. Derived from the worst setup path, the maximum achievable clock frequency is 557 MHz. The final timing report derives a shortest allowable period of 1.79 ns. The setup skew after layout is 0.00348 ns. In the final timing run, aggregate negative setup slack is 0 ns. The transition time of the tightest slew-check pin is 0.393 ns. The remaining max-slew budget at the tightest pin is 0.736. The final worst-path setup slack is roughly 0.3 ns.

Status
The run finished with clean final reports.
power groups by stage:
stage / Combinational (mW) / Sequential, mW / Clock, mW
4_1_cts: 0.0136 / 0.500 / 0.328
5_1_grt: 0.0149 / 0.500 / 0.357
6_report: 0.0124 / 0.500 / 0.318
Yosys cell counts:
library cell	count	share of area
sky130_fd_sc_hd__a21boi_0	1	0.0064
sky130_fd_sc_hd__a21oi_1	1	0.0043
sky130_fd_sc_hd__a221o_1	1	0.0086
sky130_fd_sc_hd__a31oi_1	2	0.011
sky130_fd_sc_hd__and2_1	1	0.0054
sky130_fd_sc_hd__and2_2	1	0.0064
sky130_fd_sc_hd__and3_1	2	0.011
sky130_fd_sc_hd__and3_2	2	0.013
sky130_fd_sc_hd__and4_1	2	0.015
sky130_fd_sc_hd__buf_4	2	0.013
sky130_fd_sc_hd__buf_6	1	0.0096
sky130_fd_sc_hd__dfrtp_1	26	0.56
sky130_fd_sc_hd__ha_1	2	0.021
sky130_fd_sc_hd__mux2_2	8	0.077
sky130_fd_sc_hd__mux2_4	1	0.013
sky130_fd_sc_hd__nand2_1	5	0.016
sky130_fd_sc_hd__nand3_1	4	0.017
sky130_fd_sc_hd__nand3_4	1	0.015
sky130_fd_sc_hd__nand4_1	9	0.048
sky130_fd_sc_hd__nor2_1	2	0.0064
sky130_fd_sc_hd__nor4_1	4	0.021
sky130_fd_sc_hd__o21ai_0	2	0.0086
sky130_fd_sc_hd__or3_1	1	0.0054
sky130_fd_sc_hd__xnor2_1	7	0.053
sky130_fd_sc_hd__xor2_1	5	0.038
state kept, by name (all words and copies together), names as in the netlist:
register	flops
present_data	8
lookup_addr	10
data_most	8
worst paths after layout:
| path | startpoint | end | slack, ns | cells past startpoint |
|---|---|---|---|---|
| worst max-delay path | lookup_addr[0] | present_data[1] | 0.31 | 4 |
| worst min-delay path | present_data[7] | present_data[7] | 0.47 | 1 |
| worst max register to register | lookup_addr[0] | present_data[1] | 0.31 | 4 |
| worst min register to register | present_data[7] | present_data[7] | 0.47 | 1 |
| max in group asynchronous | nrst | present_data[3] | 1.33 | 2 |
| min in group asynchronous | nrst | lookup_addr[4] | 0.52 | 2 |
worst max-delay path, delay by kind of cell, from the launching register on:
kind / cells / cell delay (ns)
flip-flops: 1 / 0.40
adder cells (fa/ha/maj): 1 / 0.24
multiplexers: 1 / 0.30
AND/OR/NAND/NOR: 2 / 0.74
cell type report:
cell class                 instances  area [um2]  share of cell area
sequential                        26         651               0.470
tap                               72        90.1              0.0651
timing repair buffer              10        97.6              0.0705
clock buffer                       4        55.1              0.0398
multi-input combinational         64         490               0.354
kinds of logic (layout without fill, tap and decap cells):
logic type                 after synthesis  count (layout)
and+or+nand+nor                         34              34
DFF                                     26              26
xor gates and xnor gates                12              12
muxes                                    9               9
AOI/OAI and AO/OA                        7               7
buffers and inverters                    3              14
adders and majority gates                2               2
per-layer routing:
| metal | vias up | share of wire | routed length [um] | global-route usage |
|---|---|---|---|---|
| met4 | 0 | 0 | 0 | 0.00451 |
| met5 | - | 0 | 0 | 0 |
| met2 | 21 | 0.38 | 772 | 0.0619 |
| li1 | 365 | - | - | - |
| met3 | 0 | 0.086 | 175 | 0.0222 |
| met1 | 351 | 0.54 | 1100 | 0.0670 |
Power and IR drop assume default switching activity.
